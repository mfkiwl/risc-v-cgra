### flow/design.v
module mux3_1 (
    input      [31:0] in_1,
    input      [31:0] in_2,
    input      [31:0] in_3,
    input      [1:0]  sel,
    output reg [31:0] data_out
);
    always @(*) begin
        case(sel)
            2'b00: data_out = in_1;  
            2'b01: data_out = in_2;  
            2'b10: data_out = in_3;  
            default: data_out = 32'b0;  
        endcase
    end
endmodule
### flow/run.sh
#!/bin/bash
# OpenROAD 26Q1-2900-gdf79404cd8, Yosys 0.63+post, stock flow scripts
make -C /OpenROAD-flow-scripts/flow DESIGN_CONFIG=/design/flow/config.mk WORK_HOME=/design/flow/orfs finish
### flow/config.mk
export PLATFORM = sky130hd
export DESIGN_NAME = mux3_1
export DESIGN_NICKNAME = mux3_1
export VERILOG_FILES = /design/flow/design.v
export SDC_FILE = /design/flow/constraint.sdc
export NUM_CORES = 4
export LEC_CHECK = 1
export CORE_AREA = 10 10 76 76
export DIE_AREA = 0 0 86 86
### flow/constraint.sdc
current_design mux3_1

set clk_period 3.4
set clk_io_pct 0.2

create_clock -name clk0 -period $clk_period

set non_clock_inputs [all_inputs -no_clocks]
set_input_delay [expr $clk_period * $clk_io_pct] -clock clk0 $non_clock_inputs
set_output_delay [expr $clk_period * $clk_io_pct] -clock clk0 [all_outputs]
==> impl_metrics.yaml <==
# generated from flow reports
worst_setup_path:
  path_delay_family: "buffers and inverters"
  cpMostUsedCell: "clkdlybuf4s50_1"
  startpoint_type: "input pin"
  crit_chain: "clkdlybuf4s50_1 -> nor2b_4 -> buf_4 -> o2bb2ai_1 -> clkdlybuf4s50_1"
  cp.required_ps: 2720
  criticalPathCategory: "input pin to primary output"
  cp-end-kind: "primary output"
  max_stage_delay_ps: 500
  crit_arrival_ps: 2280
  slowest_stage: "clkdlybuf4s50_1"
  cp.depth: 5
  crit_buf_inv: 3
  cp_max_fo: 23
synth:
  yosysWarnings: 1
  synth_seq_share_pct: 0
  synth.avg_cell_area_sq_um: 10.22
  netlist_instances: 77
  synth.distinct_cells: 8
  yosysChipArea_sq_um: 787.0
  synth_area_sq_um: 787.0
  yosysCellCount: 77
final_timing:
  max_freq_ghz: 0.3382
  min_period_over_period_pct: 86.96
  worst_pin_slew_ps: 577.4
  rsz0062_at_grt: "no"
  hold_violations: 0
  fin_ws_ps: 443.4
  final_max_slew_viol_count: 0
  relSlewSlack_pct: 61.50
  setup_viol: 0
  min_period_ps: 2957
  fin_setup_tns_ps: 0
die:
  die_y_um: 86
  dieWidth_um: 86
  core-area_sq_um: 4115
  pin_count: 130
  dieArea_sq_um: 7396
  rows: 23
  floorplan.core_util_pct: 19.12
grt:
  antenna_found_initial: 0
  grt_first_pass_wirelength_um: 6665
  grt_pass1_vias: 1147
  grt_max_degree: 33
  grt.total_usage_pct: 11.00
  gr-total-overflow: 0
placement:
  gp_congestion: 0.7710
  dpl_cell_area_sq_um: 2078
  portBuffers: 130
  dp_hpwl_um: 3925
  pre_cts_ws_ps: 422.4
worst_hold_path:
  hold-path-endpoint: "data_out[22]"
  hold_start: "in_2[22]"
  hold_depth: 3
  min_path_type: "input pin to primary output"
flow_run:
  maxCapViolations: 0
  tool_warnings: 32
power:
  peakVddDrop_v: 0.00006702
  total_power_w: 0.0002526
  cellLeakagePower_nw: 0.7945
  power_density_nw_per_um2: 121.5
final_layout:
  fillerInstances: 381
  nClkBuffers: 0
  seq_area_sq_um: 0
  design_area_sq_um: 2078
  drive_above_1_share_pct: 8.040
  flops: 0
  postLayoutCoreUtil_pct: 50.50
  layout_top_cells: "129 x clkdlybuf4s50_1, 32 x mux2i_1, 22 x o2bb2ai_1, 10 x o2bb2ai_2, 3 x buf_4"
  lay_top_count: "clkdlybuf4s50_1"
  syn_to_final_growth_pct: 164.1
route:
  antenna_cells_inserted: 0
  routedWlPerCell_um: 18.01
  via_per_inst: 4.394
  vias: 1094
  ant_nets: 0
  wl_um: 4484
  drt_iter0_drc: 24
  drcViolationCount: 0
  drt_first_pass_iters: 2
clock_network:
  ctsHoldBuffers: 0
  cts_resized: 0
  cts_setup_buffers: 0
run_status:
  status: "completed"
metrics by stage:
stage	instances	hold WS, ps
global placement	249	2291
floorplan	77	1423
global route	249	2304
detailed placement	249	2283
finish	249	2277
CTS	249	2283
cells by family (layout without fill, tap and decap cells):
family                 Yosys count  after routing  share of synthesized area (%)
muxes                           32             32                          40.70
buffers and inverters           12            134                          13.99
and+or+nand+nor                  1              1                          1.748
AOI/OAI and AO/OA               32             32                          43.56
power breakdown:
| group | leakage (nW) | internal, W | switching, W |
|---|---|---|---|
| clock | 0 | 0 | 0 |
| sequential | 0 | 0 | 0 |
| combinational | 0.795 | 0.000188 | 0.0000645 |
| total | 0.795 | 0.000188 | 0.0000645 |
tightest hold or removal path: stages:
cell             delay, ps
clkdlybuf4s50_1        390
o2bb2ai_1              120
clkdlybuf4s50_1        400
worst max path at each step:
stage,to,startpoint
CTS,data_out[27],sel[0]
global route,data_out[27],sel[0]
finish,data_out[27],sel[0]
layer usage:
layer / global-route usage [%] / share of wire [%]
met1: 12.01 / 36
met2: 19.68 / 51
met3: 5.148 / 13
met4: 0.5988 / 0.60
met5: 0 / 0
area by class of cell:
cell class	count	area [sq um]	share of cell area, %
Multi-Input combinational cell	65	676.9	32.57
Tap cell	50	62.56	3.010
Timing Repair Buffer	134	1339	64.42
cells in the mapped netlist, drive strengths merged:
library cell / n / area (sq um)
nor2b: 1 / 13.76
mux2i: 32 / 320.3
clkbuf: 2 / 7.510
o2bb2ai: 32 / 342.8
buf: 10 / 102.6
No activity file was given, so power comes from the tool's default toggle rates.
