File: flow/config.mk
export PLATFORM = sky130hd
export DESIGN_NAME = shared_memory
export DESIGN_NICKNAME = shared_memory
export VERILOG_FILES = /design/flow/design.v
export SDC_FILE = /design/flow/constraint.sdc
export NUM_CORES = 4
export LEC_CHECK = 1
export CORE_UTILIZATION = 50
export SYNTH_MEMORY_MAX_BITS = 65536
File: flow/run.sh
#!/bin/bash
# OpenROAD 26Q1-2900-gdf79404cd8, Yosys 0.63+post, stock flow scripts
make -C /OpenROAD-flow-scripts/flow DESIGN_CONFIG=/design/flow/config.mk WORK_HOME=/design/flow/orfs finish
File: flow/design.v
module shared_memory (
    input clk,
    input [31:0] address,    
    input [31:0] write_data,  
    input mem_read,          
    input mem_write,         
    output reg [31:0] read_data  
);
    reg [31:0] memory [0:255];  
    always @(posedge clk) begin
        if (mem_write) begin
            memory[address] <= write_data;
        end
        if (mem_read) begin
            read_data <= memory[address];
        end
    end
endmodule
File: flow/constraint.sdc
current_design shared_memory

set clk_period 50.0
set clk_io_pct 0.2

create_clock -name clk0 -period $clk_period [get_ports {clk}]

set non_clock_inputs [all_inputs -no_clocks]
set_input_delay [expr $clk_period * $clk_io_pct] -clock clk0 $non_clock_inputs
set_output_delay [expr $clk_period * $clk_io_pct] -clock clk0 [all_outputs]
==> job_summary.md <==
### Yosys + OpenROAD results

| Metric | Value |
|---|---|
| Max Slew Vio Count | 0 |
| Setup TNS | 0 ps |
| Slowest stage delay, CP | 770 ps |
| Core Area | 616000 sq um |
| Yosys cell count | 13100 |
| CTS root buffer | clkbuf_16 |
| Comb gate area | 61800 sq um |
| Detailed placer's ending HPWL | 474000 um |
| # DRC | 0 |
| Post-synthesis instance total | ~13000 |
| Ys Warns | 1 |
| Port buffer count | 74 |
| Worst-margin pin slew | 1250 ps |
| Sequential Area | between 200000 and 250000 sq um |
| DIE WIDTH | 789 um |
| Clock buffer depth | 4 |
| Worst path cell trace | buf_16 -> buf_4 -> buf_4 -> buf_4 -> buf_4 -> buf_4 -> buf_4 -> mux4_2 -> a22oi_1 -> a21oi_1 -> o41ai_2 -> buf_4 -> nand4_1 |
| Crit. End Element | register |
| Minimum clock period | around 16000 ps |
| Worst min path class | register to register |
| Ys flops | 8224 |
| WP data arrival | around 17000 ps |
| Io pins | 99 |
| Total GRT Usage | 31.1% |
| Starting DRT DRC Count | 8571 |
| Final GP Congestion | 0.900 |
| Chip height | 789 um |
| # resized after CTS | 0 |
| Max Clk Rate | slightly above 0.06 GHz |
| Total grt overflow | 0 |
| Peak VDD IR | 0.0411 mV |
| Cycle use final | 32.2% |
| Max Cap Viol | 0 |
| OpenROAD warnings | 62 |
| Mapped Area | 309000 sq um |
| Crit path kind | input pin to register |
| Hold_buf cts | 0 |
| Routed vias/inst | 6.37 |
| Clock transition at path regs | 60 ps |
| Pin count of the biggest net entering global routing | 114 |
| Fill count | between 40000 and 50000 |
| Endpoints failing hold | 0 |
| CP max-delay cell | buf_4 |
| Synthesis-to-layout area growth | 13.5% |
| Buf/Inv on CP | 8 |
| Power per cell area | 39.9 nW/um^2 |
| Initial antenna violation count | 37 |
| RSZ-0062 raised after global routing | no |
| Final setup violation count | 0 |
| Distinct cells, synth | 21 |
| DIE AREA | 622000 sq um |
| Fp util | 50.2% |
| CTS tree | built |
| Global-route wire length before repair | about 1200000 um |
| Synth Seq Share | 79.8% |
| Cell mode on critical path | buf_4 |
| Antenna viol nets, final | 0 |
| CTS H-tree depth | 6 |
| DR WL/cell | approximately 37 um |
| Post-CTS Setup Inserts | 0 |
| Cell Rows | 288 |
| Worst-Skew Late Latency | 1180 ps |
| Cts bufs inserted | 806 |
| Post-Route WL | 844000 um |
| CTS Sinks | 8224 |
| CP Launch Type | input pin |
| TritonRoute pass-1 iters | 7 |
| Slew HR | 16.9% |
| Status | completed |
| Vias in the first global route | 165000 |
| Critical path fanouts, max | 71 |
| Top Layout Cells | edfxtp_1 (8224), mux4_2 (2048), a22oi_1 (1024) |
| Share of cells above drive strength 1 | between 20% and 30% |
| Total power | 14000 uW |
| Avg Cell Area, Syn | 23.6 sq um |
| Via count | 145000 |
| Chip Area, Yosys | 309000 sq um |
| Commonest Layout Cell | edfxtp_1 |
| Top delay family on crit path | buffers and inverters |
| Crit path DRT | approximately 51000 ps |
| Worst clock skew | 62.2 ps |
| Leakage | 0.107 uW |
==> tightest hold or removal path: stages, from the launching register on <==
cell and delay, ps:
edfxtp_1 320, mux4_2 220, a22oi_1 60, a21oi_1 160
o41ai_2 170, nand4_1 140
==> per-layer routing <==
layer  vias up  track usage (%)  share of wire [%]
li1      58800                -                  -
met1     72700             33.3                 26
met2     12100             41.8                 45
met3      1550             31.6                 23
met4        64             9.88                4.4
met5         -             6.14               0.51
==> power breakdown <==
group	total, uW	internal [uW]	switching [uW]
registers	7620	7600	18.3
logic	651	219	432
clock network	5730	3220	2510
==> Yosys cell counts <==
cell	count	share of area (%)
o41ai_1	128	0.36
clkbuf_1	498	0.60
nor3_1	30	0.049
mux4_2	2048	15
nand3_1	13	0.021
buf_1	64	0.078
edfxtp_1	8224	80
buf_6	4	0.015
or2_2	2	0.0040
inv_1	1	0.0012
or3_1	1	0.0020
and2_1	3	0.0061
a21oi_1	512	0.83
buf_4	21	0.051
nor2b_1	7	0.014
a22oi_1	1024	2.5
nand4_1	32	0.065
nand2_1	28	0.034
buf_2	209	0.34
nor2_1	232	0.28
nand2b_1	6	0.012
==> worst paths after layout <==
kind                        start            end  slack [ps]  cells past startpoint
hold reg to reg     memory[0][26]  read_data[26]        1160                      5
setup reg to reg  memory[139][19]  read_data[19]       46980                      6
setup / recovery       address[1]  read_data[17]       33910                     13
hold / removal      memory[0][26]  read_data[26]        1160                      5
==> per-stage QoR <==
| step | hold slack, ps | area [sq um] | setup slack, ps | utilization [%] | std cells |
|---|---|---|---|---|---|
| after floorplan | 896 | 309000 | 36120 | - | 13100 |
| after global placement | 1170 | 326000 | 32700 | 52.9 | 21300 |
| after detailed placement | 1160 | 326000 | 32610 | 52.9 | 21300 |
| after CTS | 1180 | 351000 | 33850 | 57.0 | 22700 |
| after global routing | 1220 | 351000 | 33500 | 57.0 | 22800 |
| final | 1160 | 351000 | 33910 | 57.0 | 22800 |
==> flip-flops by register name (all words and copies together) (netlist names) <==
signal     cells
memory      8192
read_data     32
==> final cells by class <==
class / instances / share of cell area, %
flip-flops and latches: 8224 / 70.4
multi-input cells: 4066 / 17.6
clock buffers: 1016 / 6.05
well taps: 8120 / 2.89
repair buffers: 861 / 2.03
clock inverters: 447 / 1.02
diodes: 57 / 0.0406
inverters: 1 / 0.00107
==> logic make-up (layout without fill, tap and decap cells) <==
family                 after synthesis  after routing  share of synthesized area, %
muxes                             2048           2048                          14.9
other                                0             57                             0
DFF                               8224           8224                          79.8
and+or+nand+nor                    354            354                         0.488
buffers and inverters              797           2325                          1.09
AOI/OAI and AO/OA                 1664           1664                          3.68
Power and IR drop assume default switching activity.
